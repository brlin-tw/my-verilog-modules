==> flow/design.v <==
  `timescale 1ns / 100ps
  module decoderDisplay7Segment(out, in);
    output [7:0]out;
    input [3:0] in;
    assign out[7] = 0;
    assign out[6] = ~in[3] & ~in[2] & in[1] |
                    ~in[3] & in[2] & ~in[1] |
                    in[3] & in[2] & in[0] |
                    in[1] & ~in[0] |
                    in[3] & ~in[2];
    assign out[5] = ~in[1] & ~in[0] |
                    ~in[3] & in[2] & ~in[1] |
                    in[3] & ~in[2] & ~in[1] |
                    in[1] & in[3] |
                    in[2] & in[1] & ~in[0];
    assign out[4] = in[1] & ~in[0] |
                    in[3] & ~in[1] & ~in[0] |
                    ~in[2] & ~in[1] & ~in[0] |
                    in[2] & in[3] |
                    in[3] & in[1] & in[0];
    assign out[3] = in[3] & ~in[1] |
                    ~in[2] & ~in[1] & ~in[0] |
                    in[2] & ~in[1] & in[0] |
                    in[0] & in[3] & ~in[2] |
                    ~in[3] & ~in[2] & in[1] |
                    in[2] & in[1] & ~in[0];
    assign out[2] = ~in[1] & ~in[3] |
                    in[0] & ~in[3] |
                    ~in[3] & in[2] & in[1] |
                    in[3] & ~in[1] & in[0] |
                    in[3] & ~in[2];
    assign out[1] = ~in[3] & ~in[2] |
                    ~in[3] & ~in[1] & ~in[0] |
                    ~in[3] & in[1] & in[0] |
                    in[3] & ~in[1] & in[0] |
                    in[3] & ~in[2] & ~in[0];
    assign out[0] = ~in[2] & ~in[1] & ~in[0] |
                    in[3] & ~in[1] & ~in[0] |
                    ~in[3] & in[1] & in[0] |
                    ~in[1] & in[3] & ~in[2] |
                    ~in[3] & in[2] & in[0] |
                    in[2] & in[1] & in[0] |
                    in[1] & ~in[0];
  endmodule
==> flow/run.sh <==
#!/bin/bash
# OpenROAD 26Q1-2900-gdf79404cd8, Yosys 0.63+post, stock flow scripts
make -C /OpenROAD-flow-scripts/flow DESIGN_CONFIG=/design/flow/config.mk WORK_HOME=/design/flow/orfs finish
==> flow/config.mk <==
export PLATFORM = sky130hd
export DESIGN_NAME = decoderDisplay7Segment
export DESIGN_NICKNAME = decoderDisplay7Segment
export VERILOG_FILES = /design/flow/design.v
export SDC_FILE = /design/flow/constraint.sdc
export NUM_CORES = 4
export LEC_CHECK = 1
export CORE_AREA = 10 10 70 70
export DIE_AREA = 0 0 80 80
==> flow/constraint.sdc <==
current_design decoderDisplay7Segment

set clk_period 1.1
set clk_io_pct 0.2

create_clock -name clk0 -period $clk_period

set non_clock_inputs [all_inputs -no_clocks]
set_input_delay [expr $clk_period * $clk_io_pct] -clock clk0 $non_clock_inputs
set_output_delay [expr $clk_period * $clk_io_pct] -clock clk0 [all_outputs]
==> flow_metrics.env <==
# yosys + openroad results
export IMPL_setup_viol=5
export IMPL_antenna_found_initial=0
export IMPL_layout_top_cell="buf_2"
export IMPL_grt_usage=0.02887
export IMPL_n_clock_buffer=0
export IMPL_grt_pass1_vias=322
export IMPL_ir_drop_v=0.00005685
export IMPL_ios=12
export IMPL_ys_types=21
export IMPL_critPathLaunch="in[3]"
export IMPL_ys_seq_share=0
export IMPL_wl_per_cell_um=8.980
export IMPL_synth_warning_count=0
export IMPL_die_w_um=80
export IMPL_power_per_cell_area_nw_per_um2=354.2
export IMPL_end_kind="output pin"
export IMPL_cp_arrival_ns=0.99
export IMPL_fin_crit_ns=1.210
export IMPL_cp_start_kind="primary input"
export IMPL_drt_iter0_markers=26
export IMPL_max_freq_ghz=0.8265
export IMPL_flops=0
export IMPL_hold_ws_ns=0.8039
export IMPL_place_congestion=0.8220
export IMPL_stdcell_count=101
export IMPL_slew_violations=0
export IMPL_fp_util=0.06630
export IMPL_grt_max_degree=10
export IMPL_drt_wl_total_um=907
export IMPL_placementRows=21
export IMPL_hp_class="in2out"
export IMPL_dp_cells=98
export IMPL_grt_pass1_wl_um=1545
export IMPL_ys_cells=37
export IMPL_drc=0
export IMPL_antenna_left=0
export IMPL_die_area_um2=6400
export IMPL_grt_setup_unrepaired="yes"
export IMPL_crit_chain="buf_8, buf_6, buf_6, buf_6, nand2_2, nand2_2, a21oi_2, buf_2"
export IMPL_first_pass_iters=2
export IMPL_areaGrowthSynthToFinish_pct=122.7
export IMPL_slowest_stage="buf_6"
export IMPL_warnings=34
export IMPL_port_buffers=11
export IMPL_cp_slowest_stage_delay_ns=0.12
export IMPL_drive_gt1_frac=0.6545
export IMPL_period_used=1.100
export IMPL_viasPerCell=3.287
export IMPL_coreArea_um2=3416
export IMPL_hpwl_um=643.5
export IMPL_ys_area_um2=226.5
export IMPL_worst_slack_ns=-0.1100
export IMPL_drv_cap=0
export IMPL_overflow=0
export IMPL_seq_area_um2=0
export IMPL_violations="negative setup slack"
export IMPL_cellLeakagePower_nw=0.2002
export IMPL_synthCells=37
export IMPL_vias=332
export IMPL_fin_util=0.1476
export IMPL_finalHoldViolCount=0
export IMPL_ctsHoldBuffers=0
export IMPL_die_h_um=80
export IMPL_tns_ns=-0.2896
export IMPL_syn_area_per_cell_um2=6.121
export IMPL_min_delay_start="in[0]"
export IMPL_antenna_cells=0
export IMPL_synth_area_um2=226.5
export IMPL_required_ns=0.88
export IMPL_status="complete, but fails checks"
export IMPL_crit_top_cell="buf_6"
export IMPL_path_max_fanout=5
export IMPL_lay_top_cells="8 x buf_2, 7 x buf_4, 5 x buf_6"
export IMPL_crit_type="in2out"
layer usage:
metal,wire [um],part of all wire,track usage
met1,439,0.48,0.04354
met2,406,0.45,0.04334
met3,61,0.067,0.005682
met4,0,0,0
met5,0,0,0
where the power goes:
part,internal (W),switching (W)
clock network,0,0
registers,0,0
logic,0.000100,0.0000783
per-stage QoR:
step	power [W]	instance area, um2	worst slack, ns
after floorplan	0.00006795	226.5	0.1175
after global placement	0.0001526	422.9	-0.9002
after detailed placement	0.0001530	422.9	-0.9050
after CTS	0.0001735	490.5	-0.1042
after global routing	0.0001981	504.2	-0.1767
final	0.0001786	504.2	-0.1100
worst max-delay path, delay by kind of cell:
family	cells	cell delay, ns
AND/OR/NAND/NOR	2	0.09
buffers and inverters	5	0.55
AND-OR/OR-AND	1	0.12
synthesized netlist by cell type (2+ instances only):
library cell / n / area [um2]
a21oi_1: 6 / 30.03
nand2_1: 5 / 18.77
nand2b_1: 4 / 25.02
buf_4: 3 / 22.52
nand3b_1: 2 / 15.01
nor3_1: 2 / 10.01
logic make-up (layout without fill, tap and decap cells):
| kind of cell | Yosys count | after routing | synth area share |
|---|---|---|---|
| other | 1 | 1 | 0.01656 |
| xor gates and xnor gates | 1 | 1 | 0.03868 |
| and+or+nand+nor | 15 | 15 | 0.3867 |
| AOI/OAI and AO/OA | 14 | 14 | 0.3702 |
| buffers and inverters | 6 | 24 | 0.1878 |
what timing repair did:
action / in CTS / in global routing
buffers inserted: 3 / 0
endpoints found under the setup margin: 7 / 7
gates resized: 61 / 4
pin swaps: 10 / 3
cloned: 1 / 0
layout make-up:
type / instances / area (um2)
Timing Repair Buffer: 23 / 193.9
Inverter: 1 / 3.754
Multi-Input combinational cell: 31 / 249.0
Fill cell: 399 / 2912
Tap cell: 46 / 57.56
path summary, 6_finish.rpt:
check	endpoint	slack, ns	cells past startpoint
worst max-delay path	out[1]	-0.11	8
worst min-delay path	out[0]	0.80	4
Power figures rest on the tool's default switching activity, not on a simulated workload.
