--- /design/flow/run.sh ---
#!/bin/bash
# OpenROAD 26Q1-2900-gdf79404cd8, Yosys 0.63+post, stock flow scripts
make -C /OpenROAD-flow-scripts/flow DESIGN_CONFIG=/design/flow/config.mk WORK_HOME=/design/flow/orfs finish
--- /design/flow/constraint.sdc ---
current_design SAP_1_control_matrix

set clk_period 1.0
set clk_io_pct 0.2

create_clock -name clk0 -period $clk_period

set non_clock_inputs [all_inputs -no_clocks]
set_input_delay [expr $clk_period * $clk_io_pct] -clock clk0 $non_clock_inputs
set_output_delay [expr $clk_period * $clk_io_pct] -clock clk0 [all_outputs]
--- /design/flow/config.mk ---
export PLATFORM = sky130hd
export DESIGN_NAME = SAP_1_control_matrix
export DESIGN_NICKNAME = SAP_1_control_matrix
export VERILOG_FILES = /design/flow/design.v
export SDC_FILE = /design/flow/constraint.sdc
export NUM_CORES = 4
export LEC_CHECK = 1
export CORE_AREA = 10 10 70 70
export DIE_AREA = 0 0 80 80
--- /design/flow/design.v ---
	`timescale 1ns / 100ps
	module SAP_1_control_matrix(Cp, Ep, LMbar, CEbar, LIbar, EIbar, LAbar, EA, SU, EU, LBbar, LObar, LDA, ADD, SUB, OUT, HLT, ring_counter);
		output Cp, Ep, LMbar, CEbar, LIbar, EIbar, LAbar, EA, SU, EU, LBbar, LObar;
		input LDA, ADD, SUB, OUT, HLT;
		input [6:1]ring_counter;
		wire Cp, Ep, LMbar, CEbar, LIbar, EIbar, LAbar, EA, SU, EU, LBbar, LObar;
		wire LDA, ADD, SUB, OUT, HLT;
		wire [6:1]ring_counter;
  assign	Cp = ring_counter[2];
	assign Ep = ring_counter[1];
	assign LMbar = ~((LDA || ADD || SUB)
									&& ring_counter[4] || ring_counter[1]);
	assign CEbar = ~(ring_counter[3] ||
										(LDA || ADD || SUB) &&
										ring_counter[5]);
	assign LIbar = ~ring_counter[3];
	assign EIbar = ~((LDA || ADD || SUB) &&
										ring_counter[4]);
	assign LAbar = ~(LDA && ring_counter[5] ||
										(ADD || SUB) &&
										ring_counter[6]);
	assign EA = OUT && ring_counter[4];
	assign SU = SUB && ring_counter[6];
	assign EU = (ADD || SUB) && ring_counter[6];
	assign LBbar = ~((ADD || SUB) &&
									ring_counter[5]);
	assign LObar = ~(OUT && ring_counter[4]);
	endmodule
==> metrics.cfg <==
[outcome]
status=finished with violations
violations=setup timing

[grt]
overflow=0
antenna_found_initial=0
grt_first_pass_wirelength_um=959
grt_usage=0.0178
grt_pass1_vias=187
grt_max_degree=4

[worst_setup_path]
crit_slowest_cell=or3_4
path_cells=buf_6, or3_4, buf_6, a21oi_2, buf_2
crit_top_cell=buf_6
crit_type=in2out
crit_cells=5
path_max_fanout=3
max_stage_delay_ps=400
cp.arrival_ps=1010
critical_path_required_ps=800
crit_family=simple AND/OR/NAND/NOR gates
worstSetupStartpointType=input port
crit_start=LDA
critPathBufInv=3
critPathCaptureType=output port
crit_end=CEbar

[sta]
setup_slack_ps=-212
clock.fmax_mhz=825
setup_violations=5
finalCritPeriodShare=1.21
final.min_clock_period_ps=1210
rsz0062_at_grt=true
slew_viol_final=0
finalHoldViolations=0
tightest_slew_ps=103
relSlewSlack=0.931

[drt]
wl_um=668
ant_nets=0
routed-wl-met2_um=216
post_drt_via_cell_ratio=2.28
drtIter0Drc=2
top_layer_used=met3
drc=0
antenna_cells=0
firstDrtPassIters=3
avgRoutedWirePerCell_um=7.86
via_count=194
wl_met1_um=295
wl_met3_um=157

[logic_synthesis]
syn_inst=13
yosys_warnings=0
synth_seq_share=0
top_area_frac=0.209
ys_cells=13
top_cells_by_area=a21oi_2 (21%), buf_4 (18%), or3_4 (13%), and2_2 (9.0%), inv_1 (9.0%)
yosys-stat-area_um2=83.8
synth_area_um2=83.8
synth_cell_types=9
syn-mean-instance-area_um2=6.45
yosysTopAreaCell=a21oi_2

[die]
fp_util=0.0245
fp.dieW_um=80
boundaryPins=23
dieArea_mm2=0.00640
rows=21
core-area_mm2=0.00342
dieHeight_um=80

[place]
gp_congestion=0.789
port_buffers=20
dp.cells=80
hpwl_um=554

[layout]
final_cell_mix=buf_6 (7), buf_2 (7), dlygate4sd2_1 (4), buf_4 (4)
regArea_um2=0
seq_cells=0
fin_cells=85
drive_gt1_frac=0.718
n_fill_cell=408
utilization=0.104
area_delta_synth_final_pct=324
clkbuf_count=0

[power_and_ir_drop]
p_leak_nw=0.168
ir_worst_vdd_v=0.0000281
powerDensity_mw_per_mm2=321

[clock_tree]
hold_buffers=0

[job]
warnings=35
drv_cap=0

[hold_path]
hold_path_class=in2out

stage by stage:
step                      hold slack (ps)  power (mW)  instance area, µm²  setup TNS (ps)  setup WS, ps
after floorplan                       409      0.0179                83.8               0           104
after global placement                400       0.120                 349           -6830          -848
after detailed placement              400       0.121                 349           -6930          -858
after CTS                             400       0.113                 362            -627          -211
after global routing                  400       0.127                 355            -794          -238
final                                 400       0.114                 355            -627          -212
layout make-up:
| class | count | area, µm² | area share |
|---|---|---|---|
| inverters | 2 | 7.51 | 0.0211 |
| multi-input cells | 9 | 65.1 | 0.183 |
| repair buffers | 28 | 225 | 0.634 |
| well taps | 46 | 57.6 | 0.162 |
metal layers:
layer,vias up,global-route usage
met4,0,0
met2,18,0.0265
met3,0,0.0102
met1,81,0.0231
met5,-,0
li1,95,-
worst min-delay path by stage:
stage,startpoint,end,cells after the start
after global routing,ring_counter[2],Cp,0
final,ring_counter[2],Cp,0
after CTS,ring_counter[2],Cp,0
cells in the mapped netlist:
master	number
o21a_1	1
nand2_1	2
o21ai_0	1
and2_2	1
buf_4	2
inv_1	2
a21oi_2	2
or3_4	1
a21oi_1	1
power breakdown:
group	internal [mW]	switching (mW)	leakage [nW]
registers	0	0	0
logic	0.0791	0.0349	0.168
clock network	0	0	0
total	0.0791	0.0349	0.168
repair_timing:
item                                    CTS  global route
setup buffers                             5             0
pin swaps                                 5             0
endpoints found under the setup margin   11             9
resized                                  55             7
kinds of logic after synthesis:
group | after synthesis | share of synthesized area
buffers and inverters | 4 | 0.269
AND/OR/NAND/NOR | 4 | 0.313
AND-OR/OR-AND | 5 | 0.418
No activity file was given, so power comes from the tool's default toggle rates.
