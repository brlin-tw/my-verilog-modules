<file path="run.sh">
#!/bin/bash
# OpenROAD 26Q1-2900-gdf79404cd8, Yosys 0.63+post, stock flow scripts
make -C /OpenROAD-flow-scripts/flow DESIGN_CONFIG=/design/flow/config.mk WORK_HOME=/design/flow/orfs finish
</file>
<file path="constraint.sdc">
current_design sevenSegmentDisplayDecoder

set clk_period 1.9
set clk_io_pct 0.2

create_clock -name clk0 -period $clk_period

set non_clock_inputs [all_inputs -no_clocks]
set_input_delay [expr $clk_period * $clk_io_pct] -clock clk0 $non_clock_inputs
set_output_delay [expr $clk_period * $clk_io_pct] -clock clk0 [all_outputs]
</file>
<file path="design.v">
	`timescale 1ns / 100ps
	module sevenSegmentDisplayDecoder(out, in);
		output [6:0]out;
		input [3:0] in;
                assign out[6] = ~in[3] & ~in[2] & in[1] | 
                                ~in[3] & in[2] & ~in[1] | 
                                in[3] & in[2] & in[0] | 
                                in[1] & ~in[0] | 
                                in[3] & ~in[2];
                assign out[5] = ~in[1] & ~in[0] | 
                                ~in[3] & in[2] & ~in[1] | 
                                in[3] & ~in[2] & ~in[1] | 
                                in[1] & in[3] | 
                                in[2] & in[1] & ~in[0];
								assign out[4] = in[1] & ~in[0] | 
																in[3] & ~in[1] & ~in[0] | 
																~in[2] & ~in[1] & ~in[0] | 
																in[2] & in[3] | 
																in[3] & in[1] & in[0];
								assign out[3] = in[3] & ~in[1] | 
																~in[2] & ~in[1] & ~in[0] | 
																in[2] & ~in[1] & in[0] | 
																in[0] & in[3] & ~in[2] | 
																~in[3] & ~in[2] & in[1] | 
																in[2] & in[1] & ~in[0];
								assign out[2] = ~in[1] & ~in[3] | 
																in[0] & ~in[3] | 
																~in[3] & in[2] & in[1] | 
																in[3] & ~in[1] & in[0] | 
																in[3] & ~in[2];
								assign out[1] = ~in[3] & ~in[2] | 
																~in[3] & ~in[1] & ~in[0] | 
																~in[3] & in[1] & in[0] | 
																in[3] & ~in[1] & in[0] | 
																in[3] & ~in[2] & ~in[0];
								assign out[0] = ~in[2] & ~in[1] & ~in[0] | 
																in[3] & ~in[1] & ~in[0] | 
																~in[3] & in[1] & in[0] | 
																~in[1] & in[3] & ~in[2] | 
																~in[3] & in[2] & in[0] | 
																in[2] & in[1] & in[0] | 
																in[1] & ~in[0];
	endmodule
</file>
<file path="config.mk">
export PLATFORM = sky130hd
export DESIGN_NAME = sevenSegmentDisplayDecoder
export DESIGN_NICKNAME = sevenSegmentDisplayDecoder
export VERILOG_FILES = /design/flow/design.v
export SDC_FILE = /design/flow/constraint.sdc
export NUM_CORES = 4
export LEC_CHECK = 1
export CORE_AREA = 10 10 70 70
export DIE_AREA = 0 0 80 80
</file>
==> results_dict.tcl <==
# yosys + openroad results
set metrics [dict create \
    outcome "completed" \
    ys_chip_area_sq_um 215 \
    via_per_inst 3.09 \
    fp_util 0.0630 \
    flop-count 0 \
    busiest_layer "met2" \
    grt_pass1_vias 274 \
    postLayoutCoreUtil 0.122 \
    place_hpwl_um 648 \
    syn_inst 35 \
    p_leak_uw 0.000173 \
    finalMaxSlewViolations 0 \
    grtUsageMet3 0.00682 \
    grt_pass1_wl_mm 1.23 \
    die_w_um 80 \
    yosys-stat-cells 35 \
    yosysWarnings 0 \
    cp.required_ns 1.52 \
    timing.final.hold_violations 0 \
    dp_slack_ns -0.413 \
    area_leaders "a21oi_1 14%, nand2b_1 12%, nand2_1 8.7%, buf_4 7.0%, nand3b_1 7.0%" \
    dieArea_sq_um 6400 \
    use_met1 0.0264 \
    tool_warnings 33 \
    antenna_found_initial 0 \
    cpPeakStageDelay_ns 0.41 \
    synth_area_leader_cell "a21oi_1" \
    cap_violations 0 \
    synthAoiAreaFrac 0.390 \
    ant_nets 0 \
    grt_start_max_net_pins 10 \
    fin_crit_sh 0.952 \
    ys_seq_share 0 \
    avgSynthCellArea_sq_um 6.15 \
    path_depth 5 \
    die_y_um 80 \
    worstSetupEndpointType "output port" \
    drc_errors 0 \
    critical_path.top_delay_family "buffers and inverters" \
    fillCellCount 397 \
    drive_above_1_share 0.327 \
    xor_share 0.0407 \
    max_freq_ghz 0.553 \
    startpoint_type "input port" \
    final.clkbuf_count 0 \
    dr.first_iter.drc_count 56 \
    cts_setup_buffers 0 \
    mux_share 0 \
    fin_ws_ns 0.0905 \
    crit_buf_inv 3 \
    finalInstanceArea_sq_um 418 \
    netlist-cell-type-count 20 \
    n_antenna_cell 0 \
    routed_wl_um 760 \
    slew_headroom 0.844 \
    hold_path_class "input port to output port" \
    crit_chain "buf_2 > buf_4 > o31ai_1 > a21oi_1 > clkdlybuf4s50_1" \
    wl_per_cell_um 7.76 \
    simple_gate_area_frac 0.407 \
    path_class "input port to output port" \
    syn_to_final_growth_pct 94.2 \
    grt_overflow_total 0 \
    firstDrtPassIters 3 \
    grtUsageMet2 0.0417 \
    ctsHoldBuffers 0 \
    logic_family "simple AND/OR/NAND/NOR gates" \
    via_count 303 \
    worstPathMaxFanout 9 \
    numPortBuffers 11 \
    track_usage 0.0226 \
    synthesis.area_sq_um 215 \
    peakVddDrop_v 0.0000267 \
    coreArea_sq_um 3420 \
    placed_area_sq_um 427 \
    cp_data_arrival_time_ns 1.43 \
    powerDensity_nw_per_um2 198 \
    io_pins 11 \
    finalCriticalPeriod_ns 1.81 \
    cp_slowest_cell "clkdlybuf4s50_1" \
    holdPathStages 4 \
    finalSetupViolCount 0 \
    worst_pin_slew_ns 0.232 \
    gp_congestion 0.662 \
    top_area_frac 0.140 \
    rsz0062_at_grt "no" \
    regArea_sq_um 0 \
    adder_share 0 \
    core.rowCount 21 \
]
-- final timing paths --
kind	start	endpoint	slack [ns]
setup / recovery	in[1]	out[1]	0.09
hold / removal	in[1]	out[3]	1.27
-- metrics by stage --
stage	instances	setup TNS, ns	hold slack [ns]	total power [uW]
6_report	98	0	1.27	82.6
3_3_place_gp	98	-2.71	1.92	90.0
3_5_place_dp	98	-2.77	1.94	90.3
4_1_cts	98	-0.0487	1.34	83.7
5_1_grt	98	0	1.31	93.7
2_1_floorplan	35	0	0.872	37.9
-- cell families after synthesis --
logic type | count (synthesis)
AND/OR/NAND/NOR | 15
AND-OR/OR-AND | 14
buffers and inverters | 5
XOR/XNOR | 1
-- synthesized netlist by cell type --
cell type and count:
inv_1 1, a21oi_1 6, o21ai_1 1, a31oi_1 1
a211oi_1 1, buf_2 1, nand2_1 5, o31ai_1 1
nor3_1 2, buf_6 1, o22a_1 1, nand2b_4 1
xor2_1 1, nand3b_1 2, o21ai_0 1, nand3_1 1
buf_4 2, o21a_1 1, nand2b_1 4, o22ai_1 1
-- metal layers --
layer  part of all wire  vias up  wire, um
met5                  0        -         0
met4                  0        0         0
met3              0.078        0        59
met2               0.48        5       366
met1               0.44      137       334
li1                   -      161         -
-- what timing repair did --
| item | in CTS | in global routing |
|---|---|---|
| endpoints found under the setup margin | 7 | 4 |
| pin swaps | 1 | 0 |
| hold endpoints to repair | 0 | 0 |
| gates resized | 19 | 5 |
-- where the power goes --
group | switching [uW] | internal, uW | leakage [uW]
Clock | 0 | 0 | 0
Sequential | 0 | 0 | 0
Combinational | 33.8 | 48.8 | 0.000173
Total | 33.8 | 48.8 | 0.000173
-- layout by cell type, fill, tap and decap left out, drive strengths merged --
master	n
buf	14
a21oi	6
nand2	5
nand2b	5
dlygate4sd2	3
clkdlybuf4s50	3
nand3b	2
nor3	2
o21ai	2
inv	1
o21a	1
o22a	1
o22ai	1
a31oi	1
a211oi	1
nand3	1
o31ai	1
xor2	1
dlymetal6s2s	1
-- worst min-delay path: stages --
cell and delay [ns]:
buf_2 0.18, buf_4 0.14, a21oi_1 0.06, dlymetal6s2s_1 0.13
-- layout make-up --
cell class / instances / area [sq um] / area share
Multi-Input combinational cell: 30 / 193 / 0.461
Timing Repair Buffer: 21 / 164 / 0.392
Tap cell: 46 / 57.6 / 0.138
Inverter: 1 / 3.75 / 0.00898
No activity file was given, so power comes from the tool's default toggle rates.
